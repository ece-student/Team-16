`/design/flow/config.mk`:
```
export PLATFORM = sky130hd
export DESIGN_NAME = RECEIVE
export DESIGN_NICKNAME = RECEIVE
export VERILOG_FILES = /design/flow/design.v
export SDC_FILE = /design/flow/constraint.sdc
export NUM_CORES = 4
export LEC_CHECK = 1
export CORE_UTILIZATION = 30
```
`/design/flow/constraint.sdc`:
```
current_design RECEIVE

set clk_period 2.7
set clk_io_pct 0.2

create_clock -name clk0 -period $clk_period [get_ports {CLOCK}]

set non_clock_inputs [all_inputs -no_clocks]
set_input_delay [expr $clk_period * $clk_io_pct] -clock clk0 $non_clock_inputs
set_output_delay [expr $clk_period * $clk_io_pct] -clock clk0 [all_outputs]
```
`/design/flow/design.v`:
```
module RECEIVE (
	CLOCK,
	DATA,
	ENABLE,
	OUT
);
input CLOCK;
input DATA;
input ENABLE;
output [15:0] OUT;
reg [3:0] index;
reg [15:0] accumulate;
reg [15:0] pastOut;
assign OUT = pastOut;
always @(posedge CLOCK) begin
	if(ENABLE) begin
		accumulate[index] <= DATA;
		if(index == 4'b1111) begin
			pastOut <= accumulate;
		end
		else begin
			pastOut <= 16'b1111100000000000;
		end
		index <= index + 1;
	end
end
endmodule
```
`/design/flow/run.sh`:
```
#!/bin/bash
# OpenROAD 26Q1-2900-gdf79404cd8, Yosys 0.63+post, stock flow scripts
make -C /OpenROAD-flow-scripts/flow DESIGN_CONFIG=/design/flow/config.mk WORK_HOME=/design/flow/orfs finish
```
==> reports/results.tsv <==
metric	value	unit
grt_max_degree	37	
placed_area	0.00196	mm²
cts.sinks	36	
numCtsBuffers	5	
ir_drop	193	µV
maxSlewViolCount	0	
layout.cells.non_filler	222	
cts_resized	0	
dr.pass1.iters	4	
hold-worst-slack	0.542	ns
core	0.00551	mm²
p_sw_share	23.6	%
finalCriticalPeriod	2.17	ns
final_hold_viol_count	0	
status	finished clean	
ys_sh_xor	1.03	%
dp_slack	0.521	ns
r2r_end	accumulate[0]	
ys_types	32	
dp.cells	214	
avgSynthCellArea	13.4	µm²
fillCellCount	522	
cts_tree	yes	
async_reset_ff_share	0	%
cts_setup_buffers	0	
final_util	37.2	%
vias	1038	
ant_nets	0	
seq_power_share	57.9	%
share_clk_of_total_power	29.2	%
holdPathEnd	pastOut[14]	
power.switching	0.282	mW
ff2ff_path_depth	6	
drt_iter0_drc	41	
fp.dieH	77.4	µm
compound_area_share	13.5	%
critical_path.slowest_cell	edfxtp_1	
min_path_cells	1	
setup-violations-final	0	
htreeDepth	2	
power	1.20	mW
fin_crit_sh	80.5	%
vias_per_cell	4.68	
num_antenna_cells	0	
worst_setup_path_end_kind	register	
synth-edff-count	36	
synthFlopType	edfxtp_1	
drc	0	
grt_pass1_wl	4770	µm
cp_max_fo	10	
yosysTopAreaCellShare	63.4	%
largest_area_cell	edfxtp_1	
die-area	0.00599	mm²
r2r_slack	0.53	ns
place_congestion	0.861	
top_cell	edfxtp_1	
warning_count	29	
finClkSkew	0.00474	ns
setup_ws	0.526	ns
clock_path_buffers	2	
synthTopLogicFamily	simple AND/OR/NAND/NOR gates	
routedWlPerCell	12.0	µm
slew_headroom	67.1	%
p_int	0.916	mW
yosysSeqAreaShare	63.4	%
synthTopCellsByArea	edfxtp_1 (63%), o2bb2ai_1 (6.2%), and2_1 (4.4%)	
ys_sh_simple	14.7	%
layout-drive-gt1-share	9.33	%
worst-setup-path-type	reg -> reg	
synthAdderAreaFrac	3.67	%
drt_wl_total	2650	µm
rsz0062_at_grt	false	
start_kind	register	
crit_chain	inv_1 > ha_1 > nor2_1 > nand2_1 > nor3_1 > mux2_2	
synthMuxAreaShare	2.20	%
gr-usage-all-layers	10.4	%
clk_pin_slew	0.07	ns
cp_num_buf_inv	1	
netlist_area	0.00170	mm²
fp.dieW	77.4	µm
ys_cells	127	
powerDensity	586	mW/mm²
tns	0	ns
cpPeakStageDelay	0.53	ns
crit_required	2.74	ns
cpLargestDelayFamily	flip-flops	
worstPathArrival	2.21	ns
worstHoldStart	accumulate[14]	
rows	27	
cap_viol_max_count	0	
leakagePower	0.680	nW
grt_pass1_vias	1000	
antenna_found_initial	0	
top_cells_by_count	edfxtp_1 (36), and2_1 (12), o2bb2ai_1 (12)	
fin_area	0.00205	mm²
ys_seq_elements	36	
hold_class	reg -> reg	
dp_hpwl	1830	µm
max_freq	0.460	GHz
clock.latency.late_pin	0.28	ns
yosysWarningCount	1	
clockRootBuffer	clkbuf_8	
ctsHoldBuffers	0	
syn_to_final_growth	20.1	%
fp_util	30.9	%
worstReg2RegStart	index[0]	
gr-total-overflow	0	
io_pins	19	
p_comb_share	12.9	%
ys_chip_area	0.00170	mm²
io_buffers	18	
synthCells	127	
tightestPinTransition	0.494	ns
## registers in the layout, indices dropped and copies added, names as in the netlist
name,cells
accumulate,16
pastOut,16
index,4
## area by class of cell
class | instances | area, µm² | area share [%]
sequential | 36 | 1080 | 52.8
multi-input combinational | 85 | 598 | 29.2
timing repair buffer | 19 | 188 | 9.17
tap | 72 | 90.1 | 4.40
clock buffer | 5 | 68.8 | 3.36
clock inverter | 3 | 13.8 | 0.672
inverter | 2 | 7.51 | 0.367
## power by group through the flow
| stage | clock network (mW) | logic [mW] | registers (mW) |
|---|---|---|---|
| finish | 0.350 | 0.155 | 0.694 |
| global route | 0.393 | 0.174 | 0.701 |
| CTS | 0.361 | 0.156 | 0.695 |
## per-layer routing
layer  global-route usage, %  share of wire [%]
met2                    15.7                 48
met3                    2.03                4.6
met1                    16.1                 44
met5                       0                  0
met4                    3.21                2.6
## worst max path at each step
stage | startpoint | to | slack [ns] | depth (start not counted)
after CTS | index[0] | accumulate[0] | 0.50 | 6
after global routing | index[0] | accumulate[0] | 0.37 | 6
final | index[0] | accumulate[0] | 0.53 | 6
## cell usage in the layout (no fill, tap or decap), drive strengths merged, types with 4 or more instances in the layout
cell           Yosys  final
clkbuf             2      5
nand2b             6      6
o21ai              9      9
clkdlybuf4s50      0     18
edfxtp            36     36
and2              12     12
o2bb2ai           12     12
nor2               6      6
ha                 5      5
a21oi              4      4
nand2              9      9
## cell families (layout without fill, tap and decap cells)
group,count (synthesis),in the layout
adders and majority gates,5,5
muxes,3,3
and+or+nand+nor,45,45
xor gates and xnor gates,2,2
AOI/OAI and AO/OA,30,30
DFF,36,36
buffers and inverters,6,29
Power and IR drop assume default switching activity.
