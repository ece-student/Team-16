--- flow/design.v ---
module SAWTOOTH_SW_GEN (
	CLOCK,
	RESET,
	FREQ,
	SWITCH,
	OUT
);
input CLOCK;
input RESET;
input SWITCH;
input [19:0] FREQ;  
output [7:0] OUT;
reg [19:0] counter;  
reg [7:0] pastOut;
assign OUT = pastOut;
always @(posedge CLOCK) begin
	if (RESET) begin
		pastOut <= 8'b00000000;
		counter <= FREQ;
	end
	else if ((counter < 1) && (SWITCH)) begin
		counter <= FREQ;
		pastOut <= pastOut + 1;
	end
	else if ((counter < 1) && (~SWITCH)) begin
	end
	else begin
		counter <= counter - 1;
	end
end	
endmodule
--- flow/run.sh ---
#!/bin/bash
# OpenROAD 26Q1-2900-gdf79404cd8, Yosys 0.63+post, stock flow scripts
make -C /OpenROAD-flow-scripts/flow DESIGN_CONFIG=/design/flow/config.mk WORK_HOME=/design/flow/orfs finish
--- flow/config.mk ---
export PLATFORM = sky130hd
export DESIGN_NAME = SAWTOOTH_SW_GEN
export DESIGN_NICKNAME = SAWTOOTH_SW_GEN
export VERILOG_FILES = /design/flow/design.v
export SDC_FILE = /design/flow/constraint.sdc
export NUM_CORES = 4
export LEC_CHECK = 1
export CORE_AREA = 10 10 101 101
export DIE_AREA = 0 0 111 111
--- flow/constraint.sdc ---
current_design SAWTOOTH_SW_GEN

set clk_period 5.0
set clk_io_pct 0.2

create_clock -name clk0 -period $clk_period [get_ports {CLOCK}]

set non_clock_inputs [all_inputs -no_clocks]
set_input_delay [expr $clk_period * $clk_io_pct] -clock clk0 $non_clock_inputs
set_output_delay [expr $clk_period * $clk_io_pct] -clock clk0 [all_outputs]
==> results_slide.txt <==
Physical Implementation Snapshot

Flow run
  • Log Warnings: 25
  • Maxcap violations: 0

Global route
  • Pin count of the biggest net entering global routing: 39
  • First-pass GRT wire length: approximately 5500 um
  • GRT Overall Usage: 0.0522
  • Initial antenna violation count: 0
  • Vias in the first global route: roughly 1,200
  • Grt ovf: 0

STA
  • Clock skew: roughly 0.0021 ns
  • RSZ-0062 raised after global routing: no
  • Slew Limit Headroom: 0.570
  • Fmax: 367 MHz
  • Tightest Pin Transition: between 0.6 and 0.7 ns
  • Minimum clock period: around 2.7 ns
  • Final hold violations: 0
  • Post-route worst setup slack: ~2.3 ns
  • Tcrit/Tclk final: 0.544
  • Max Slew Vio Count: 0
  • Total negative slack: 0 ns
  • Fin Hold WS: ~0.49 ns
  • Setup violations, final: 0

Die
  • Chip area: roughly 12,000 um^2
  • Io pins: 31
  • Row cnt: 33
  • Fp util: 0.194
  • Die Span Y: 111 um
  • Die X: ~110 um
  • Core Box Area: about 8000 um^2

Synthesis
  • Post-Synthesis Cell Area: around 1600 um^2
  • Distinct cells, synth: 33
  • YS warnings: 1
  • Seq share, synth: 0.483
  • YS chip area: roughly 1600 um^2
  • Synth flops: 28
  • Syn_area_per_cell: slightly below 10 um^2
  • # Cells Yosys: 162
  • Cells after synthesis: 162

Worst setup path
  • Crit path cell chain: inv_1 -> ha_1 -> or3b_1 -> nor4_4 -> a31oi_4 -> buf_4 -> mux2_2
  • Crit path required time: slightly above 5 ns
  • Crit path max fanout: 38
  • Worst setup SP type: register
  • FF-to-FF path depth: 7
  • CP arrival: approximately 2.8 ns
  • WS Path Type: reg -> reg
  • Slowest CP cell: nor4_4
  • Reg2reg end: counter[0]$_DFFE_PP_
  • Endpoint class of the critical path: register
  • Crit Reg-Reg Startpoint: counter[0]$_DFFE_PP_
  • Reg2Reg Setup Slack: between 2 and 2.5 ns
  • CP max stage delay: 0.59 ns

Cells and area
  • Sequential cell area: between 700 and 800 um^2
  • Ratio of cells with drive above 1 in the final layout: 0.0681
  • Post-route core utilization: 0.252
  • Synthesis-to-finish area growth: 29.9%
  • Gate Area: ~800 um^2
  • Fillers: around 860

Power and ir drop
  • Pwr dens: between 200 and 250 nW/um^2
  • LEAKAGE: roughly 0.63 nW
  • Design Power: around 470 uW
  • Worst vdd ir: 0.000124 V

Clocking
  • H-tree Lvls: 1
  • Worst skew pair latency: 0.27 ns
  • Clock transition at path regs: roughly 0.09 ns
  • Longest Clk Path Bufs: 2
  • # hold bufs at CTS: 0
  • CTS-repair resized insts: 0
  • CTS root buffer: clkbuf_8
  • Inserted Clock Buffers: 3
  • Setup bufs post-CTS: 0
  • Clk sinks: 28
  • CTS tree: yes

Detailed routing
  • DRC Markers: 0
  • DRT iter0 DRCs: 112
  • WL final: roughly 3500 um
  • Final ANT Viol Nets: 0
  • Drt wl/cell: 11.7 um
  • Pre-Repair DR Iteration Count: 4
  • Detailed-route via count: ~1,300
  • Antenna cells: 0
  • Vias per inst: around 4.3

Worst hold path
  • HP Start: pastOut[7]$_SDFFE_PP0P_
  • Worst hold path class: reg -> reg
  • Endpoint, Worst Hold: pastOut[7]$_SDFFE_PP0P_
  • Worst hold stages: 2

Place
  • Post-place setup slack: between 2 and 2.5 ns
  • Post-DP HPWL: about 2500 um
  • Final Wtd Congestion: 0.767
  • Port Buffers: 30

Outcome
  • Status: complete, no violations
synthesized netlist by cell type:
cell / n / area share
nor2_1: 29 / 0.069
a21oi_1: 21 / 0.067
edfxtp_1: 20 / 0.38
xor2_1: 11 / 0.061
dfxtp_1: 8 / 0.10
nand3_1: 7 / 0.022
or3_1: 6 / 0.024
xnor2_1: 6 / 0.033
clkbuf_1: 5 / 0.012
nand2_1: 5 / 0.012
o21ai_0: 4 / 0.013
a31oi_1: 3 / 0.012
inv_1: 3 / 0.0071
nand3b_1: 3 / 0.014
nand4_1: 3 / 0.012
nor2b_1: 3 / 0.012
nor3_1: 3 / 0.0095
o31ai_1: 3 / 0.014
ha_1: 2 / 0.016
nor4_4: 2 / 0.027
or2_2: 2 / 0.0079
or4_1: 2 / 0.0095
buf_2: 1 / 0.0032
buf_6: 1 / 0.0071
mux2_2: 1 / 0.0071
mux2i_1: 1 / 0.0064
nand2b_1: 1 / 0.0040
nand4b_1: 1 / 0.0056
nor4_1: 1 / 0.0040
nor4_2: 1 / 0.0079
o21a_1: 1 / 0.0048
or3b_1: 1 / 0.0056
or4_4: 1 / 0.0071
cells in the final DEF (no fill, tap or decap):
cell / count
o21a_1: 1
nor2b_1: 3
nand2_1: 5
nor4_4: 2
nor2_1: 29
nand2b_1: 1
nor4_2: 1
clkinv_1: 1
or4_4: 1
a21oi_1: 21
nand3b_1: 3
nand4_1: 3
or2_2: 2
a31oi_1: 2
or3b_1: 1
nor3_1: 3
xnor2_1: 6
a31oi_4: 1
mux2i_1: 1
mux2_2: 1
clkdlybuf4s50_1: 30
dfxtp_1: 8
ha_1: 2
or3_1: 6
o21ai_0: 4
nand3_1: 7
or4_1: 2
buf_4: 2
clkbuf_8: 3
o31ai_1: 3
edfxtp_1: 20
nor4_1: 1
inv_1: 3
nand4b_1: 1
xor2_1: 11
flip-flops by register name (all words and copies together) (netlist names):
signal / count
counter: 20
pastOut: 8
logic make-up (layout without fill, tap and decap cells):
logic type / after synthesis / in the layout / share of synthesized area
simple gates: 71 / 71 / 0.253
compound gates: 32 / 32 / 0.110
flops: 28 / 28 / 0.483
xor+xnor: 17 / 17 / 0.0945
buf+inv: 10 / 39 / 0.0294
fa+ha+maj: 2 / 2 / 0.0159
mux: 2 / 2 / 0.0135
worst max path at each step:
stage	slack, ns	from	cells after the start	to
after CTS	2.24	counter[0]$_DFFE_PP_	7	counter[0]$_DFFE_PP_
after global routing	2.05	counter[0]$_DFFE_PP_	7	pastOut[4]$_SDFFE_PP0P_
final	2.28	counter[0]$_DFFE_PP_	7	counter[0]$_DFFE_PP_
routing by layer:
layer	vias to the layer above	routed length (um)	GRT usage
li1	649	-	-
met1	582	1670	0.0701
met2	30	1480	0.0802
met3	2	277	0.0208
met4	0	40	0.00521
met5	-	0	0
through the flow:
step           instances  cell area (um^2)
3_5_place_dp         292              2000
3_3_place_gp         292              2000
2_1_floorplan        162              1580
4_1_cts              296              2050
5_1_grt              296              2050
6_report             296              2050
where the power goes:
group          internal, mW  switching [mW]  leakage (nW)
sequential            0.268          0.0162         0.268
combinational        0.0359          0.0266         0.341
clock                0.0551          0.0694        0.0231
critical path: cells and delay by family, from the launching register on:
kind	cells	cell delay, ns
AND/OR/NAND/NOR	2	1.06
adder cells (fa/ha/maj)	1	0.17
multiplexers	1	0.31
flip-flops	1	0.41
buffers and inverters	2	0.36
AND-OR/OR-AND	1	0.14
cell type report:
class	count	area share
timing repair buffer	32	0.154
clock inverter	1	0.00183
clock buffer	3	0.0202
inverter	3	0.00550
sequential	28	0.372
tap	105	0.0642
multi-input combinational	124	0.383
Power and IR drop assume default switching activity.
