## flow/design.v

```verilog
module TUNE_GEN (
	CLOCK,
	RESET,
	DONE,
	FREQ1,
	FREQ2,
	FREQ3,
	TIME,
	OUT
);
input CLOCK;
input RESET;
input DONE;
input [31:0] TIME;
input [19:0] FREQ1;  
input [19:0] FREQ2;  
input [19:0] FREQ3;  
output [7:0] OUT;
reg doneReg;
reg [19:0] counter1;  
reg [19:0] counter2;  
reg [19:0] counter3;  
reg [19:0] counter4;
reg [31:0] duration;  
reg [7:0] pastOut;
wire [7:0] outPass;
assign outPass = pastOut;
assign OUT = outPass;
localparam STATE_Initial = 3'b000,  
	STATE_1 = 3'b001,  
	STATE_2 = 3'b010,  
	STATE_3 = 3'b011,  
	STATE_4 = 3'b100;  
reg[2:0] currState;
reg[2:0] nextState;
reg[3:0] iterations;
always @(posedge CLOCK) begin
	if (RESET) begin
		pastOut <= 8'b00000000;
		counter1 <= FREQ1;
		counter2 <= FREQ1;
		counter3 <= FREQ2;
		counter4 <= FREQ3;
		iterations <= 4'b0100;
		currState <= STATE_Initial;
	end
	else if(DONE) begin
		doneReg <= DONE;
		nextState <= STATE_1;
		doneReg <= 1'b0;
	end
	else begin
		currState <= nextState;
		case(currState)
			STATE_Initial: begin
				nextState <= STATE_Initial;
			end
			STATE_1: begin
				if(counter1 < 1) begin
					counter1 <= FREQ1;
					pastOut <= pastOut + 1;
				end
				else begin
					counter1 <= counter1-1;
				end
				if(duration<1)begin
					nextState <= STATE_2;
					duration <= TIME;
				end
				else begin
					nextState <= STATE_1;
					duration <= duration-1;
				end
			end
			STATE_2: begin
				if(counter2 < 1) begin
					counter2 <= FREQ1;
					pastOut <= pastOut + 1;
				end
				else begin
					counter2 <= counter2-1;
				end
				if(duration<1)begin
					nextState <= STATE_3;
					duration <= TIME;
				end
				else begin
					nextState <= STATE_2;
					duration <= duration-1;
				end
			end
			STATE_3: begin
				if(counter3 < 1) begin
					counter3 <= FREQ2;
					pastOut <= pastOut + 1;
				end
				else begin
					counter3 <= counter3-1;
				end
				if(duration<1)begin
					nextState <= STATE_4;
					duration <= TIME;
				end
				else begin
					nextState <= STATE_3;
					duration <= duration-1;
				end
			end
			STATE_4: begin
				if(counter4 < 1) begin
					counter4 <= FREQ3;
					pastOut <= pastOut + 1;
				end
				else begin
					counter4 <= counter4-1;
				end
				if(duration<1)begin
					nextState <= STATE_Initial;
					duration <= TIME;
				end
				else begin
					nextState <= STATE_4;
					duration <= duration-1;
				end
			end
		endcase
	end
end	
endmodule
```

## flow/run.sh

```bash
#!/bin/bash
# OpenROAD 26Q1-2900-gdf79404cd8, Yosys 0.63+post, stock flow scripts
make -C /OpenROAD-flow-scripts/flow DESIGN_CONFIG=/design/flow/config.mk WORK_HOME=/design/flow/orfs finish
```

## flow/config.mk

```make
export PLATFORM = sky130hd
export DESIGN_NAME = TUNE_GEN
export DESIGN_NICKNAME = TUNE_GEN
export VERILOG_FILES = /design/flow/design.v
export SDC_FILE = /design/flow/constraint.sdc
export NUM_CORES = 4
export LEC_CHECK = 1
export CORE_UTILIZATION = 30
```

## flow/constraint.sdc

```tcl
current_design TUNE_GEN

set clk_period 11.9
set clk_io_pct 0.2

create_clock -name clk0 -period $clk_period [get_ports {CLOCK}]

set non_clock_inputs [all_inputs -no_clocks]
set_input_delay [expr $clk_period * $clk_io_pct] -clock clk0 $non_clock_inputs
set_output_delay [expr $clk_period * $clk_io_pct] -clock clk0 [all_outputs]
```

==> reports/summary.txt <==
most used flip-flop cell: edfxtp_1
R2R setup slack: 8.79 ns
area grow syn2layout: 27.0%
crit path capture type: flop
area post-placement: 0.00855 mm²
final-report max-slew violation count: 0
Sequential Power Share: 0.477
Clock Pin Slew Worst Setup and Hold Paths: 0.05 ns
CTS tree: built
NetSw: 258 µW
area reported by Yosys stat: 0.00716 mm²
FF-to-FF Start: duration[0]
port buffer count: 102
GP Congestion: 0.844
Avg Inst Size Synth: 9.71 µm²
core area: 0.0234 mm²
Fmax achieved: 0.223 GHz
critical-path cell list: clkdlybuf4s50_1 > nor4b_1 > o21ai_0 > o21ba_2 > nor4_1 > mux2_2
dpl ws: 7.02 ns
worst min path class: flop to flop
RSZ-0062 raised after global routing: no
CTS Buf Count: 17
wire per inst: 13.4 µm
xor/xnor share: 0.109
clock share of power: 0.420
Leakage: 2.89 nW
Ant. Diodes: 0
largest net degree at the start of global routing: 44
Main area contributors: edfxtp_1 48%, nor2_1 8.2%, xnor2_1 8.0%
mux share: 0.0170
maximum root-to-sink buffer count: 2
fin area: 0.00909 mm²
Routed Antenna Nets: 0
Synth area leader: edfxtp_1
Crit path largest cell delay: 0.62 ns
final core utilization: 0.388
YS warnings: 1
clock latency (worst-skew pair): 0.41 ns
Req. time, crit path: 12.19 ns
GRT overflow: 0
CP max stage cell: clkdlybuf4s50_1
Worst-Margin Slew: 0.826 ns
Pre-antenna DRT Iters: 5
crit path max fanout: 15
Hold Startpoint: nextState[2]
Post-CTS Setup Inserts: 0
and+or+nand+nor area frac: 0.224
post-cts hold buffer count: 0
Max Cap Violations: 0
Final Hold Viols: 0
Critical Path Start: DONE
GRT Total Usage: 0.134
DRC errors left: 0
I/O pin count: 103
die area: 0.0245 mm²
fa+ha+maj area frac: 0.0105
Vias: 5,561
hold_ws: 0.480 ns
setup TNS: 0 ns
slack of the critical path: 7.42 ns
CP Class: primary input to flop
wirelength, routed: 15,600 µm
die height: 156 µm
layout cell share with drive strength beyond 1: 0.0683
VDD IR max: 0.0000673 V
Tool Warnings: 25
Init Core Util: 0.306
first-pass GRT wire length: 25,000 µm
vias in the first global route: 5,134
post-synth top area share: 0.483
Comb pwr share: 0.103
Min Clock Period, post-route: 4.48 ns
Netlist cell types: 46
Critical Path AT: 4.77 ns
clock skew: 0.00789 ns
yosys cell count: 737
Power Density: 126 mW/mm²
Via density: 4.76
fin crit share: 0.376
number of fill cells: 2,313
Gate Count Post-Synth: 737
Final Setup Violations: 0
Registers, synthesis: 126
AO/OA Area Share: 0.102
clock sinks: 126
Worst slew margin: 0.442
DP HPWL: 10,900 µm
async set-reset flop share out of synthesis: 0
FP Rows: 56
cts repair resizes: 0
count of library flops with an enable pin: 115
clk root buf: clkbuf_16
Main logic family: simple AND/OR/NAND/NOR gates
Sw Share: 0.226
register share after synthesis: 0.513
status: complete, no violations
Cell Area, Synth: 0.00716 mm²
CP Launch Type: primary input
Internal: 884 µW
iteration-0 DRC count of the detailed router: 298
antenna violations before repair: 0
CTS HTree Levels: 4
horizontal die size: 156 µm
-- cell usage in the layout, fill, tap and decap left out, types with 3 or more instances in the layout --
| master | instances |
|---|---|
| a21oi_1 | 76 |
| a31oi_1 | 7 |
| buf_4 | 9 |
| clkbuf_1 | 3 |
| clkbuf_16 | 17 |
| clkdlybuf4s50_1 | 102 |
| clkinv_1 | 6 |
| dfxtp_1 | 11 |
| edfxtp_1 | 115 |
| ha_1 | 6 |
| inv_1 | 13 |
| mux2_2 | 5 |
| mux2i_1 | 5 |
| nand2_1 | 41 |
| nand2b_1 | 6 |
| nand3_1 | 7 |
| nand4_1 | 9 |
| nor2_1 | 153 |
| nor2_2 | 3 |
| nor2b_1 | 3 |
| nor3_1 | 33 |
| nor3b_1 | 4 |
| nor4_1 | 19 |
| nor4b_1 | 3 |
| o21ai_0 | 25 |
| o31ai_1 | 12 |
| or2_2 | 4 |
| or3_1 | 16 |
| or4_1 | 17 |
| xnor2_1 | 65 |
| xor2_1 | 24 |
-- final timing paths --
| kind | end | cells after the start |
|---|---|---|
| hold / removal | currState[2] | 2 |
| setup / recovery | pastOut[7] | 6 |
| hold reg to reg | currState[2] | 2 |
| setup reg to reg | duration[27] | 9 |
-- stage by stage --
step,power [mW],instances
final,1.14,1168
after floorplan,0.616,737
after global routing,1.20,1168
after global placement,0.670,1137
after detailed placement,0.671,1137
after CTS,1.16,1168
-- power by group through the flow --
stage	logic (mW)	registers [mW]	clock network (mW)
after CTS	0.119	0.544	0.496
after global routing	0.131	0.549	0.518
final	0.118	0.544	0.479
-- registers in the layout, summed over array words and instances, names as in the netlist --
| register | cells |
|---|---|
| duration | 32 |
| counter1 | 20 |
| counter2 | 20 |
| counter3 | 20 |
| counter4 | 20 |
| pastOut | 8 |
| currState | 3 |
| nextState | 3 |
-- worst max-delay path: cells and delay by family --
family	cells	cell delay [ns]
buffers and inverters	1	0.62
and+or+nand+nor	2	0.95
AOI/OAI and AO/OA	2	0.46
muxes	1	0.37
-- synthesized netlist by cell type (2+ instances only) --
cell,n
nand2b_1,6
or4_1,17
nor3b_1,4
nand4_1,9
a211o_1,2
xnor2_1,65
nor3_1,33
nand2_1,41
ha_1,6
mux2_2,5
xor2_1,24
nand3_1,8
buf_2,5
nor2_1,156
nor2b_1,3
mux2i_1,5
dfxtp_1,11
o41ai_1,2
nor4b_1,3
nor4_1,19
or4_4,2
o31ai_1,12
a21oi_1,77
o21ai_0,25
o21bai_1,2
or2_2,4
a31oi_1,7
or3_1,16
edfxtp_1,115
clkbuf_1,25
inv_1,13
-- metal layers --
metal	routed length [µm]	track usage
met3	933	0.0355
met2	7150	0.205
met5	0	0
met4	102	0.0121
met1	7460	0.205
-- cell families after synthesis --
kind of cell,count (synthesis)
AND/OR/NAND/NOR,331
AND-OR/OR-AND,131
flip-flops,126
XOR/XNOR,89
buffers and inverters,43
multiplexers,11
adder cells (fa/ha/maj),6
-- area by class of cell --
class / count / area, µm² / share of cell area
Sequential cell: 126 / 3670 / 0.404
Multi-Input combinational cell: 568 / 3340 / 0.368
Timing Repair Buffer: 111 / 1090 / 0.120
Clock buffer: 20 / 437 / 0.0481
Tap cell: 319 / 399 / 0.0439
Clock inverter: 11 / 100 / 0.0110
Inverter: 13 / 48.8 / 0.00537
No activity file was given, so power comes from the tool's default toggle rates.
